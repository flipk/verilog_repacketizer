File: design/flow/design.v
module repacketizer
  #( parameter MAXPACKET = 16,
     parameter DEST_PORT_NUMBER = 8'hdd,
     parameter SRC_PORT_NUMBER = 8'hee,
     parameter NAGLE_COUNTER = 16'h40 )
  ( CLK, RESET,
    dataFifoData, dataFifoDataEnable,
    sizeFifoData, sizeFifoDataEnable, sizeFifoDataEmpty,
    packetout, packetoutValid );
   input             CLK;
   input             RESET;
   input [7:0]       dataFifoData;
   output reg        dataFifoDataEnable = 0;
   input [7:0]       sizeFifoData;
   output reg        sizeFifoDataEnable = 0;
   input             sizeFifoDataEmpty;
   output reg [7:0]  packetout;
   output reg        packetoutValid;
   reg [4:0]         state = 0;
   reg [7:0]         packetremaining = 0;
   wire [7:0]        remainingSpace;
   reg [7:0]         pkthdr_dest;
   reg [7:0]         pkthdr_src;
   reg [7:0]         pkthdr_len;
   reg [7:0]         pkthdr_csum;
   reg [7:0]         packetbuild [0:MAXPACKET-1];
   reg [4:0]         inpos = 0;
   reg [4:0]         outpos = 0;
   reg [7:0]         totlen = 0;
   reg [7:0]         thislen = 0;
   reg [4:0]         pieceno = 0;
   reg [7:0]         seqno = 0;
   reg [16:0]        nagle = 0;
   assign remainingSpace = MAXPACKET - inpos;
   always @(posedge CLK) begin
      if (RESET) begin
         dataFifoDataEnable <= 0;
         sizeFifoDataEnable <= 0;
         state <= 0;
         packetremaining <= 0;
         thislen <= 0;
         pkthdr_dest <= DEST_PORT_NUMBER;
         pkthdr_src  <= SRC_PORT_NUMBER;
         pkthdr_csum <= 8'b0;
         seqno <= 8'b0;
         packetout <= 8'b0;
         packetoutValid <= 0;
         nagle <= 0;
      end else begin
         case (state)
           0: begin
              if (sizeFifoDataEmpty == 0) begin
                 sizeFifoDataEnable <= 1;
                 state <= 1;
              end
              if (inpos != 0) begin
                 nagle <= nagle + 1;
                 if (nagle == NAGLE_COUNTER) begin
                    packetoutValid <= 1;
                    packetout <= pkthdr_dest;
                    state <= 8;
                 end
              end
           end
           1: begin
              sizeFifoDataEnable <= 0;
              packetremaining <= sizeFifoData;
              totlen <= sizeFifoData;
              pieceno <= 0;
              state <= 2;
              nagle <= 0;
           end
           2: begin
              if (remainingSpace <= (packetremaining + 4)) begin
                 thislen <= remainingSpace - 4;
              end else begin
                 thislen <= packetremaining;
              end
              packetbuild[inpos] <= totlen;
              pkthdr_csum <= pkthdr_csum + totlen;
              inpos <= inpos + 1;
              state <= 3;
           end
           3: begin
              packetbuild[inpos] <= thislen;
              pkthdr_csum <= pkthdr_csum + thislen;
              inpos <= inpos + 1;
              state <= 4;
           end
           4: begin
              packetbuild[inpos] <= pieceno;
              pkthdr_csum <= pkthdr_csum + pieceno;
              pieceno <= pieceno + 1;
              inpos <= inpos + 1;
              state <= 5;
           end
           5: begin
              packetbuild[inpos] <= seqno;
              pkthdr_csum <= pkthdr_csum + seqno;
              inpos <= inpos + 1;
              state <= 6;
              dataFifoDataEnable <= 1;
           end
           6: begin
              packetbuild[inpos] <= dataFifoData;
              pkthdr_csum <= pkthdr_csum + dataFifoData;
              inpos <= inpos + 1;
              thislen <= thislen - 1;
              packetremaining <= packetremaining - 1;
              if (thislen == 1) begin
                 dataFifoDataEnable <= 0;
                 state <= 7;
              end
           end
           7: begin
              if (remainingSpace <= 4) begin
                 packetoutValid <= 1;
                 packetout <= pkthdr_dest;
                 state <= 8;
              end else begin
                 state <= 0;
              end
           end
           8: begin
              packetout <= pkthdr_src;
              state <= 9;
           end
           9: begin
              packetout <= inpos;
              state <= 10;
           end
           10: begin
              packetout <= pkthdr_csum;
              pkthdr_csum <= 0;
              outpos <= 0;
              state <= 11;
           end
           11: begin
              packetout <= packetbuild[outpos];
              outpos <= outpos + 1;
              if (outpos == inpos) begin
                 packetout <= 8'b0;
                 packetoutValid <= 0;
                 inpos <= 0;
                 seqno <= seqno + 1;
                 if (packetremaining == 0) begin
                    state <= 0;
                 end else begin
                    state <= 2;
                 end
              end
           end
         endcase
      end
   end
endmodule  
File: design/flow/run.sh
#!/bin/bash
# OpenROAD 26Q1-2900-gdf79404cd8, Yosys 0.63+post, stock flow scripts
make -C /OpenROAD-flow-scripts/flow DESIGN_CONFIG=/design/flow/config.mk WORK_HOME=/design/flow/orfs finish
File: design/flow/config.mk
export PLATFORM = sky130hd
export DESIGN_NAME = repacketizer
export DESIGN_NICKNAME = repacketizer
export VERILOG_FILES = /design/flow/design.v
export SDC_FILE = /design/flow/constraint.sdc
export NUM_CORES = 4
export LEC_CHECK = 1
export CORE_UTILIZATION = 50
File: design/flow/constraint.sdc
current_design repacketizer

set clk_period 6.6
set clk_io_pct 0.2

create_clock -name clk0 -period $clk_period [get_ports {CLK}]

set non_clock_inputs [all_inputs -no_clocks]
set_input_delay [expr $clk_period * $clk_io_pct] -clock clk0 $non_clock_inputs
set_output_delay [expr $clk_period * $clk_io_pct] -clock clk0 [all_outputs]
==> results.txt <==
Implementation numbers.

- The worst setup path is launched from a flip-flop.
- The finished layout holds ~1.2k standard cells, fillers aside.
- The max-slew headroom at the worst pin is a little under two fifths.
- The standard cell with the maximum stage delay on the critical path is sky130_fd_sc_hd__edfxtp_1.
- The count of state elements after synthesis is 216.
- Of the total power, combinational logic draws 30.1%.
- The die height is 149 µm.
- The dominant non-sequential cell family after synthesis is simple AND/OR/NAND/NOR gates.
- The report lists the power per cell area as between 300 and 400 nW/µm².
- Along the critical path, the tally of buffer and inverter instances is 2.
- After synthesis, the most frequently instantiated cells are 151 x sky130_fd_sc_hd__edfxtp_1, 108 x sky130_fd_sc_hd__nor2_1, 65 x sky130_fd_sc_hd__dfxtp_1, 48 x sky130_fd_sc_hd__a21oi_1, 47 x sky130_fd_sc_hd__nand2_1.
- Setup repair after global routing left no endpoint under its margin.
- The via count of the first global-routing pass is 7544.
- The floorplan has 53 rows.
- The DRC violation total after the first TritonRoute iteration is ~500.
- Counting distinct cell types in the post-synthesis netlist gives 69.
- The share of the synthesized area in the top cell type is roughly 42%.
- The synthesized-area fraction occupied by and/or/nand/nor cells is 13.3%.
- The remaining antenna violation count is 0.
- The global-route met3 utilization is between 10% and 20%.
- The power report shows net switching accounting for 33.9% of the total.
- met2 is the most crowded layer.
- Leaving out buffers and inverters, the combinational logic in the layout accounts for around 4600 µm².
- OpenROAD reports that the post-layout worst path occupies between 50% and 60% of the period.
- Entering global routing, the biggest net connects around 65 pins.
- The kind of critical path is flip-flop to flip-flop.
- The internal power is 2950 µW.
- The min-delay analysis places its worst path in the category flip-flop to flip-flop.
- The maximum root-to-sink buffer count is 3.
- Among all flip-flop cells after synthesis, the most frequent one is sky130_fd_sc_hd__edfxtp_1.
- STA classifies the critical path endpoint as a flip-flop.
- Dividing the detail-routed via count by the number of cells gives 6.01.
- The async set-reset flop share out of synthesis is 0%.
- Looking at the power breakdown, the clock network takes 28.5% of the total.
- The die boundary width is between 100 and 150 µm.
- Per the layout area report, the register area comes to 5840 µm².
- The area fraction in mux cells is under 10%.
- The area growth from synthesis to layout is 12.2%.
- For this run the detailed placement stage logged an HPWL of 18.0 mm.
- The routed design could run at a clock period as short as 3.96 ns.
- The tool warning count for the run is 34.
- met1 track demand over resource after global routing is 38.7%.
- The initial antenna violation count came to 0.
- The sequential fraction of design power is roughly two fifths.
- The run finished with clean final reports.
- The flow reports an fmax of 0.253 GHz.
- After Yosys synthesis, AND-OR and OR-AND compound gates account for around 12% of the synthesized area.
- The stat command in Yosys gives a chip area of 10800 µm².
- The leakage power in the latest report is approximately 0.0042 µW.
- The buffers inserted during post-CTS setup optimization is 0.
- After filler insertion, the fill cell instance count of the layout stands at between 1.5k and 2k.
- Walking the worst path, the cells encountered are inv_1 -> ha_1 -> and3_1 -> ha_1 -> inv_1 -> ha_1 -> nand4_1 -> o21bai_1 -> o221ai_1 -> a41o_1 -> mux2i_1 -> a2111oi_1 -> a21o_1.
- The synthesized netlist was found by Yosys to have 932 cells.
- The fraction of met2 tracks used by global routing is 40.5%.
- The floorplan core density is about 50%.
- The clock-pin transition on the worst setup and hold timing paths is 0.06 ns.
- For reference, full adder, half adder and majority cells occupy under 10% of the area reported after synthesis.
- The count of buffers added on input and output ports is 29.
- Per the finish-stage timing summary, setup violations number 0.
- The clock latency reported for the late side of the worst-skew pair is 0.53 ns.
- Of all cell types, the one taking the most synthesized area is sky130_fd_sc_hd__edfxtp_1.
- The synthesis report lists the most area-consuming cells as sky130_fd_sc_hd__edfxtp_1 42%, sky130_fd_sc_hd__dfxtp_1 12%, sky130_fd_sc_hd__mux4_2 6.7%.
- The total routed wirelength is around 26 mm.
- The count of final hold-check violations is 0.
- The maximum fanout along the worst path is 13.
- The mean area per synthesized cell is roughly 12 µm².
- The depth of the CTS H-tree is 1.
- The cell occurring most often along the worst timing path is sky130_fd_sc_hd__ha_1.
- The pin closest to its max-slew limit shows a slew of 0.936 ns.
- The post-synth tally of flip-flops with integrated enable is 151.
- The standard cell area after detailed placement is 11300 µm².
- The final count of pins violating max slew is 0.
- The required time reported for the critical path endpoint is ~7.1 ns.
- Per the detail_route report, routed wire per instance is 21.1 µm.
- The fraction of final layout cells sized beyond drive strength 1 is 10.5%.
- The synthesis warning total is 1.
- TritonCTS built the clock tree.
- The worst VDD IR drop from the latest analysis is about 230 µV.
- The count of inserted antenna diode cells is 0.
- The area fraction in xor and xnor cells is 4.04%.
- The final estimated routing congestion in global placement is about 0.96.
- Per the run summary, max-cap violations total 0.
- The final-layout setup total negative slack is 0 ns.
- The total congestion overflow is 0.
- The net switching power is 1520 µW.
- The sequential element share of the synthesized area is 54.3%.
- The routed via count is about 7.5k.
- TritonCTS reports the number of clock sinks as 216.
- Post-CTS repair ended up resizing 0 cells.
- Before antenna repair, the detailed router went through 7 iterations.
- The number of primary I/O pins is 30.
- The cell area after synthesis is between 10000 and 15000 µm².
- The overall die area is ~22000 µm².
- The global-route wire length before repair is 41.3 mm.
- Counting every instance in the synthesized netlist gives a little over 900.
- After clock tree synthesis, the flow added hold-fix buffers numbering 0.
- The area inside the core boundary is about 21000 µm².
- The remaining routing DRC violations is 0.
- The root buffer cell is sky130_fd_sc_hd__clkbuf_16.
- The peak per-stage delay on the critical path is between 0.6 and 0.7 ns.
- The detailed placer reported the number of placed instances as 1204.
- Between clock sinks in the finished design, the worst skew comes to approximately 0.019 ns.
- The total clock buffers created by CTS is 23.
- The arrival time of data at the worst endpoint is listed as between 4 and 5 ns.
- The global routing usage summed across all routing layers is 26.7%.
- With fillers left out, the area of the finished cells amounts to roughly 12000 µm².
- The most frequent cell after synthesis is sky130_fd_sc_hd__edfxtp_1.
- The family with the most delay on the worst path is AND-OR/OR-AND gates.
## cells by family (layout without fill, tap and decap cells)
| kind of cell | after synthesis | after routing |
|---|---|---|
| AND-OR/OR-AND | 192 | 192 |
| XOR/XNOR | 48 | 48 |
| adder cells (fa/ha/maj) | 34 | 34 |
| buffers and inverters | 89 | 128 |
| flip-flops | 216 | 216 |
| multiplexers | 54 | 54 |
| AND/OR/NAND/NOR | 299 | 299 |
## power groups by stage
stage     Sequential (µW)  Clock, µW  Combinational [µW]
4_1_cts              1850       1310                1340
5_1_grt              1870       1360                1490
6_report             1850       1270                1340
## path summary, 6_finish.rpt
path / from / end / slack, ns / cells past startpoint
worst max register to register: inpos[0] / thislen[1] / 2.64 / 13
worst min-delay path: sizeFifoDataEnable / sizeFifoDataEnable / 0.48 / 2
worst max-delay path: inpos[0] / thislen[1] / 2.64 / 13
worst min register to register: sizeFifoDataEnable / sizeFifoDataEnable / 0.48 / 2
## per-layer routing
metal	routed length (µm)	part of all wire [%]
met5	0	0
met4	765	2.9
met3	2660	10
met2	12400	47
met1	10500	40
## cell usage in the layout (no fill, tap or decap), types with 7 or more instances in the layout
cell and count:
sky130_fd_sc_hd__xor2_1 24, sky130_fd_sc_hd__nor2_1 108, sky130_fd_sc_hd__clkdlybuf4s50_1 28, sky130_fd_sc_hd__ha_1 33, sky130_fd_sc_hd__xnor2_1 23, sky130_fd_sc_hd__mux4_2 32, sky130_fd_sc_hd__edfxtp_1 151, sky130_fd_sc_hd__nor2b_1 18
sky130_fd_sc_hd__clkbuf_16 23, sky130_fd_sc_hd__nand3_1 37, sky130_fd_sc_hd__inv_1 33, sky130_fd_sc_hd__and3_1 10, sky130_fd_sc_hd__o22a_1 7, sky130_fd_sc_hd__nand4_1 9, sky130_fd_sc_hd__nor4_1 7, sky130_fd_sc_hd__o211ai_1 10
sky130_fd_sc_hd__a22oi_1 17, sky130_fd_sc_hd__buf_4 24, sky130_fd_sc_hd__nor3_1 26, sky130_fd_sc_hd__mux2i_1 17, sky130_fd_sc_hd__o31ai_1 7, sky130_fd_sc_hd__a21oi_1 48, sky130_fd_sc_hd__o21ai_0 33, sky130_fd_sc_hd__nand2_1 47
sky130_fd_sc_hd__dfxtp_1 65, sky130_fd_sc_hd__a211oi_1 9, sky130_fd_sc_hd__a31oi_1 9
## sequential cells by signal, summed over array words and instances (netlist names), 5 cells and up
register and cells:
seqno 8, pieceno 5, packetout 8, totlen 8, outpos 5, thislen 8
state 5, nagle 17, packetremaining 8, inpos 5, pkthdr_csum 8, packetbuild 128
## through the flow
stage / total power (µW) / util (%) / setup WS [ns] / hold WS [ns]
final: 4470 / 57.3 / 2.64 / 0.482
after global routing: 4720 / 57.3 / 2.29 / 0.510
after CTS: 4490 / 57.3 / 2.69 / 0.489
after detailed placement: 3200 / 53.7 / 2.65 / 0.476
after global placement: 3170 / 53.7 / 2.64 / 0.450
after floorplan: 2770 / - / 3.03 / 0.416
## cell type report
type / instances / share of cell area, %
multi-input combinational: 627 / 37.7
clock buffer: 32 / 5.30
inverter: 33 / 1.03
tap: 275 / 2.85
sequential: 216 / 48.3
clock inverter: 10 / 0.922
timing repair buffer: 53 / 3.86
## worst min-delay path: cells and delay by family (launching register included)
kind	cells	cell delay (ns)
flops	1	0.33
simple gates	2	0.12
Power and IR drop assume default switching activity.
