==> /design/flow/run.sh <==
#!/bin/bash
# OpenROAD 26Q1-2900-gdf79404cd8, Yosys 0.63+post, stock flow scripts
make -C /OpenROAD-flow-scripts/flow DESIGN_CONFIG=/design/flow/config.mk WORK_HOME=/design/flow/orfs finish
==> /design/flow/config.mk <==
export PLATFORM = sky130hd
export DESIGN_NAME = remessagizer
export DESIGN_NICKNAME = remessagizer
export VERILOG_FILES = /design/flow/design.v
export SDC_FILE = /design/flow/constraint.sdc
export NUM_CORES = 4
export LEC_CHECK = 1
export CORE_UTILIZATION = 30
==> /design/flow/constraint.sdc <==
current_design remessagizer

set clk_period 66.2
set clk_io_pct 0.2

create_clock -name clk0 -period $clk_period [get_ports {CLK}]

set non_clock_inputs [all_inputs -no_clocks]
set_input_delay [expr $clk_period * $clk_io_pct] -clock clk0 $non_clock_inputs
set_output_delay [expr $clk_period * $clk_io_pct] -clock clk0 [all_outputs]
==> /design/flow/design.v <==
`timescale 1ns/1ps
module GrayCounter
  #(parameter   COUNTER_WIDTH = 4)
   (output reg  [COUNTER_WIDTH-1:0]    GrayCount_out,
    output reg  [COUNTER_WIDTH-1:0]    GrayCountPlusOne_out,
    input wire Enable_in,
    input wire Clear_in,
    input wire Clk);
   reg [COUNTER_WIDTH-1:0] BinaryCount;
   wire [COUNTER_WIDTH-1:0] BinaryCountPlusOne;
   assign BinaryCountPlusOne = (BinaryCount + 1);
   always @ (posedge Clk)
     if (Clear_in) begin
        BinaryCount   <= {COUNTER_WIDTH{1'b 0}} + 1;
        GrayCount_out <= {COUNTER_WIDTH{1'b 0}};
        GrayCountPlusOne_out <= {COUNTER_WIDTH{1'b 0}} + 1;
     end else if (Enable_in) begin
        BinaryCount   <= BinaryCountPlusOne;
        GrayCount_out <= {BinaryCount[COUNTER_WIDTH-1],
                          BinaryCount[COUNTER_WIDTH-2:0] ^
                          BinaryCount[COUNTER_WIDTH-1:1]};
        GrayCountPlusOne_out <= {BinaryCountPlusOne[COUNTER_WIDTH-1],
                                 BinaryCountPlusOne[COUNTER_WIDTH-2:0] ^
                                 BinaryCountPlusOne[COUNTER_WIDTH-1:1]};
     end
endmodule
`timescale 1ns / 1ps
module fifo
  #(
    parameter DATA_WIDTH = 8,
    parameter FIFO_POWER = 4,
    parameter FIFO_SIZE = (1 << FIFO_POWER)
    )
   ( reset,
     clk_in, data_in, enable_in, full_in,
     clk_out, data_out, enable_out, empty_out
     );
   input                  reset;
   input                  clk_in;
   input [DATA_WIDTH-1:0] data_in;
   input                  enable_in;
   output reg             full_in;
   input                  clk_out;
   output [DATA_WIDTH-1:0] data_out;
   input                   enable_out;
   output reg              empty_out;
   reg [DATA_WIDTH-1:0]    buffer[0:FIFO_SIZE-1];
   wire [FIFO_POWER-1:0]   in_pointer;
   wire [FIFO_POWER-1:0]   in_pointer_plus_one;
   wire                    in_pointer_count_enable;
   wire [FIFO_POWER-1:0]   out_pointer;
   wire [FIFO_POWER-1:0]   out_pointer_plus_one;
   wire                    out_pointer_count_enable;
   GrayCounter
     #( .COUNTER_WIDTH(FIFO_POWER) )
   in_pointer_counter
     ( .GrayCount_out(in_pointer),
       .GrayCountPlusOne_out(in_pointer_plus_one),
       .Enable_in(in_pointer_count_enable),
       .Clear_in(reset),
       .Clk(clk_in) );
   GrayCounter
     #( .COUNTER_WIDTH(FIFO_POWER) )
   out_pointer_counter
     ( .GrayCount_out(out_pointer),
       .GrayCountPlusOne_out(out_pointer_plus_one),
       .Enable_in(out_pointer_count_enable),
       .Clear_in(reset),
       .Clk(clk_out) );
   assign in_pointer_count_enable = enable_in;
   always @(posedge clk_in) begin
      if (reset) begin
         full_in <= 0;
      end else begin
         full_in <= ( in_pointer_plus_one == out_pointer );
         if (enable_in) begin
            buffer[in_pointer] <= data_in;
         end else begin
         end
      end  
   end  
   assign data_out = empty_out ? 0 : buffer[out_pointer];
   assign out_pointer_count_enable = enable_out;
   always @(posedge clk_out) begin
      if (reset) begin
         empty_out <= 1;
      end else begin
         if (enable_out) begin
            empty_out <= (in_pointer == out_pointer_plus_one);
         end else begin
            empty_out <= (in_pointer == out_pointer);
         end
      end  
   end  
endmodule
module remessagizer
  #( parameter MAX_MSG_SIZE = 200 )
  ( CLK, RESET,
    packet, packetValid,
    message, messageValid );
   input               CLK;
   input               RESET;
   input [7:0]         packet;
   input               packetValid;
   output [7:0]        message;
   output reg          messageValid;
   reg [4:0]           state = 0;
   reg [7:0]           outbuffer [0:MAX_MSG_SIZE-1];
   reg [7:0]           inpos = 0;
   reg [7:0]           outpos = 0;
   assign message = messageValid ? outbuffer[outpos] : 0;
   reg [7:0]           packetlen = 0;
   reg [7:0]           totallen = 0;
   reg [7:0]           totallen_saved = 0;
   reg [7:0]           piecelen = 0;
   reg [7:0]           pieceno = 0;
   reg [7:0]           expected_pieceno = 0;
   reg [7:0]           seqno = 0;
   reg [7:0]           expected_seqno = 0;
   reg [15:0]          lost_msg_stat = 0;
   assign bufferRemaining = MAX_MSG_SIZE - inpos;
   wire [7:0]          packetOut;
   wire                packetEmpty;
   reg                 packetOutEnable = 0;
   fifo
     #( .DATA_WIDTH(8), .FIFO_POWER(8) )
   dataFifo
     ( .reset(RESET), .clk_in(CLK), .clk_out(CLK),
       .data_in(packet), .enable_in(packetValid), .full_in(),
       .data_out(packetOut), .enable_out(packetOutEnable),
       .empty_out(packetEmpty) );
   reg                 sizeInEnable = 0;
   wire [7:0]          sizeOut;
   wire                sizeEmpty;
   reg                 sizeOutEnable = 0;
   reg                 packetValidDelay1 = 0;
   reg [7:0]           packetSizeCounter = 0;
   fifo
     #( .DATA_WIDTH(8), .FIFO_POWER(4) )
   sizeFifo
     ( .reset(RESET), .clk_in(CLK), .clk_out(CLK),
       .data_in(packetSizeCounter), .enable_in(sizeInEnable), .full_in(),
       .data_out(sizeOut), .enable_out(sizeOutEnable),
       .empty_out(sizeEmpty) );
   always @(posedge CLK) begin
      if (RESET) begin
         packetValidDelay1 <= 0;
         packetSizeCounter <= 0;
      end else begin
         packetValidDelay1 <= packetValid;
         if (packetValid) begin
            packetSizeCounter <= packetSizeCounter + 1;
         end
         if ({packetValid,packetValidDelay1} == 2'b10) begin
            packetSizeCounter <= 1;
         end
         if ({packetValid,packetValidDelay1} == 2'b01) begin
            sizeInEnable <= 1;
         end else begin
            sizeInEnable <= 0;
         end
      end
   end
   always @(posedge CLK) begin
      if (RESET) begin
         messageValid <= 0;
         inpos <= 0;
         outpos <= 0;
         packetOutEnable <= 0;
         sizeOutEnable <= 0;
      end else begin
         case (state)
           0: begin
              if (sizeEmpty == 0) begin
                 sizeOutEnable <= 1;
                 state <= 1;
              end
           end
           1: begin
              packetlen <= sizeOut;
              sizeOutEnable <= 0;
              packetOutEnable <= 1;
              state <= 2;
           end
           2: begin
              state <= 3;
              packetlen <= packetlen - 1;
           end
           3: begin
              state <= 4;
              packetlen <= packetlen - 1;
           end
           4: begin
              state <= 5;
              packetlen <= packetlen - 1;
           end
           5: begin
              state <= 6;
              packetlen <= packetlen - 1;
           end
           6: begin
              totallen_saved <= packetOut;
              state <= 7;
              packetlen <= packetlen - 1;
           end
           7: begin
              piecelen <= packetOut;
              state <= 8;
              packetlen <= packetlen - 1;
           end
           8: begin
              pieceno <= packetOut;
              state <= 9;
              packetlen <= packetlen - 1;
           end
           9: begin
              if (pieceno == 0)
                totallen <= totallen_saved;
              seqno <= packetOut;
              packetlen <= packetlen - 1;
              if (packetOut == expected_seqno) begin
                 state <= 11;
              end else begin
                 lost_msg_stat <= lost_msg_stat + 1;
                 if (pieceno == 0) begin
                    inpos <= 0;
                    state <= 11;
                 end else begin
                    state <= 10;
                 end
              end
           end
           10: begin
              piecelen <= piecelen - 1;
              packetlen <= packetlen - 1;
              if (piecelen == 1) begin
                 state <= 6;
              end
              if (packetlen == 1) begin
                 state <= 0;
                 packetOutEnable <= 0;
              end
           end
           11: begin
              packetlen <= packetlen - 1;
              totallen <= totallen - 1;
              piecelen <= piecelen - 1;
              outbuffer[inpos] <= packetOut;
              inpos <= inpos + 1;
              if (piecelen == 1) begin
                 if (totallen == 1) begin
                    expected_pieceno <= 0;
                    packetOutEnable <= 0;
                    messageValid <= 1;
                    state <= 12;
                 end else begin
                    expected_pieceno <= expected_pieceno + 1;
                    expected_seqno <= expected_seqno + 1;
                    state <= 0;
                    packetOutEnable <= 0;
                 end
              end
           end
           12 : begin
              outpos <= outpos + 1;
              if (outpos == (inpos-1)) begin
                 messageValid <= 0;
                 outpos <= 0;
                 inpos <= 0;
                 if (packetlen == 0) begin
                    expected_seqno <= expected_seqno + 1;
                    state <= 0;
                 end else begin
                    packetOutEnable <= 1;
                    state <= 6;
                 end
              end
           end
         endcase  
      end
   end
endmodule  
==> deck_impl_summary.md <==
Physical Implementation Snapshot

Finish
  – Layout cells sized above 1: 0.254
  – Reg area: 117000 sq um
  – Synth-to-Final Area Change: 14.1%
  – Final core occ: 0.344
  – Post-route cell area: 176000 sq um
  – Comb. cell area: 34700 sq um
  – Fillers: 46400

Power
  – Static leakage: 52.7 nW
  – Power share of the clock group: 0.373
  – Pwr per Cell Area: 32.2 nW/um^2
  – Combinational share of power: 0.118
  – Pint: 4.29 mW
  – Overall power: 5.65 mW
  – Switching power: 1.36 mW
  – Flop pwr share: 0.508
  – VDD IR-drop max: 26.6 uV
  – Switching share of power: 0.241

Die
  – Starting Density: 0.302
  – Die Area: 516000 sq um
  – I/O Pins: 20
  – Floorplan row count: 262
  – Die y size: 718 um
  – Core Area: 510000 sq um
  – Die width: 718 um

Routing
  – WL/cell: 26.5 um
  – Via count: 74600
  – Metal3 WL: 72000 um
  – Final wirelength: 391000 um
  – Top Layer Used: met5
  – First-pass iteration count of the detailed router: 6
  – Final ANT Viol Nets: 0
  – Vias per cell: 5.05
  – Met2 WL: 182000 um
  – Met1 WL: 121000 um
  – DRC: 0
  – Iter 0 DRT Violations: 5322

Synth
  – Chip Area, Yosys: 154000 sq um
  – Post-synth EDFFs: 3829
  – Top cells by count: 3829 x edfxtp_1, 1011 x mux4_2, 606 x nor2_1, 243 x nand2_1, 223 x mux2i_1
  – Cell variety after synth: 87
  – Syn_area_per_cell: 21.0 sq um
  – # Cells Yosys: 7336
  – Sequential area share after synthesis: 0.759
  – Largest area contributor in the netlist: edfxtp_1
  – Synth async-reset ratio: 0
  – Largest cells by area: edfxtp_1 75%, mux4_2 15%, nor2_1 1.5%
  – Post-Syn Area: 154000 sq um
  – Max-area cell share: 0.747
  – Ys Warns: 6
  – Cells after synthesis: 7336
  – Dominant Register Cell: edfxtp_1
  – Synth top cell by count: edfxtp_1
  – Synth flops: 3925

Critical path
  – Critical Path RT: 52.96 ns
  – Slowest cell on crit path: dfxtp_4
  – WP data arrival: 6.95 ns
  – Crit path top cell by count: buf_4
  – CP peak stage delay: 0.73 ns
  – Crit path buf inv count: 5
  – Crit start category: register
  – Critical Path Fanout Max: 47
  – Crit path capture type: output port
  – Worst-path cell chain: buf_4 -> buf_4 -> buf_4 -> buf_4 -> mux4_2 -> mux4_2 -> mux4_2 -> nand2_1 -> nand2_1 -> o211a_1 -> clkdlybuf4s50_1
  – CP delay by family, top: buffers and inverters
  – Critical path class: register to output port

STA
  – Peak Freq: 49.5 MHz
  – Slew margin rel.: 0.149
  – RSZ-0062 raised after global routing: no
  – Setup violations, final: 0
  – Setup_tns: 0 ns
  – Post-route minimum period: 20.19 ns
  – Worst setup margin: 46.01 ns
  – Period Utilization, post-route: 0.305
  – Slew @ Worst Pin: 1.27 ns
  – Hold Fails Final Rpt: 0
  – Max-slew violations: 0
  – Clock skew: 0.0865 ns

Clock tree
  – Worst-skew pair later-pin latency: 0.96 ns
  – Hold Buf Count CTS: 0
  – CTS Buf Count: 377
  – TritonCTS Sinks: 3925
  – Post-CTS setup buffer count: 0
  – Worst-path clk slew: 0.06 ns
  – CTS tree: built
  – CTS Buffer Depth: 4
  – Post-CTS resize count: 0
  – H-tree levels: 5
  – Clock root buffer: clkbuf_16

Min path
  – Type of the worst min-delay path: register to register

GRT
  – First-pass GRT wire length: 567000 um
  – Initial antenna violation count: 8
  – Vias in the first global route: 82500
  – Largest net degree at the start of global routing: 135
  – Gr usage total: 0.161
  – Grt ovf: 0

Placement
  – Pre-CTS WS: 46.96 ns
  – Placer Congestion: 0.902
  – Dpl hpwl: 239000 um
  – PortBufs: 19
  – Area after DPL: 164000 sq um

Flow run
  – Count of tool warnings: 45
  – Maxcap violations: 0

Run status
  – Status: finished, final reports clean
state kept, by name, indices dropped and copies added (netlist names), 4 cells and up, named ones only:
signal and flops:
dataFifo.out_pointer_counter.BinaryCount 6, sizeFifo.buffer 128, sizeFifo.out_pointer_counter.GrayCountPlusOne_out 4, packetlen 8, inpos 8, pieceno 8, outpos 8, dataFifo.in_pointer_counter.GrayCount_out 8
dataFifo.buffer 2048, sizeFifo.in_pointer_counter.BinaryCount 4, expected_seqno 8, dataFifo.in_pointer_counter.BinaryCount 7, totallen 8, totallen_saved 8, piecelen 8, outbuffer 1600
dataFifo.out_pointer_counter.GrayCount_out 8, state 4, packetSizeCounter 8, dataFifo.out_pointer_counter.GrayCountPlusOne_out 8
layout by cell type (no fill, tap or decap), types with 13 or more instances in the layout:
cell | netlist | routed
nor4_1 | 13 | 13
xnor2_1 | 44 | 44
mux2i_1 | 223 | 223
dfxtp_1 | 96 | 84
mux4_2 | 1011 | 1011
a221oi_1 | 21 | 21
diode_2 | 0 | 16
a31oi_1 | 18 | 18
clkbuf_16 | 0 | 384
bufinv_16 | 0 | 29
edfxtp_1 | 3829 | 3829
clkinv_2 | 0 | 66
o22ai_1 | 44 | 44
nor2_1 | 606 | 605
nand2_1 | 243 | 243
clkinv_1 | 1 | 72
a21oi_1 | 64 | 64
nand3_1 | 71 | 71
nand2b_1 | 25 | 25
nand4_1 | 26 | 26
a22oi_1 | 60 | 60
o21ai_0 | 57 | 57
inv_1 | 37 | 29
nor2b_1 | 50 | 49
clkinvlp_4 | 0 | 19
xor2_1 | 59 | 59
clkbuf_1 | 199 | 82
ha_1 | 30 | 30
buf_4 | 32 | 398
mux2_2 | 30 | 30
clkbuf_8 | 0 | 13
nor3_1 | 37 | 37
a211oi_1 | 25 | 25
o211ai_1 | 16 | 16
cell families (layout without fill, tap and decap cells):
logic type	count (synthesis)	count (layout)	share of synthesized area
DFF	3925	3925	0.759
muxes	1275	1275	0.166
and+or+nand+nor	1136	1136	0.0318
buffers and inverters	464	1150	0.0154
AOI/OAI and AO/OA	403	403	0.0186
xor gates and xnor gates	103	103	0.00586
adders and majority gates	30	30	0.00244
other	0	16	0
through the flow:
step	std cells	hold WS, ns
global route	14800	0.519
floorplan	7336	0.444
detailed placement	14100	0.466
global placement	14100	0.464
finish	14800	0.478
CTS	14800	0.486
worst paths after layout:
kind	from	to	slack [ns]	cells after the start
max	outpos[1]	message[1]	46.01	11
min	messageValid	messageValid	0.48	2
max reg2reg	register	outbuffer[8][1]	58.80	14
min reg2reg	messageValid	messageValid	0.48	2
layout make-up:
class / count / area share
clock buffer: 473 / 0.0569
tap: 6732 / 0.0479
multi-input combinational: 2947 / 0.197
inverter: 38 / 0.000954
sequential: 3925 / 0.666
clock inverter: 210 / 0.0113
timing repair buffer: 429 / 0.0196
antenna: 16 / 0.000228
power groups by stage:
stage	sequential (mW)	combinational, mW	clock, mW
finish	2.87	0.669	2.11
CTS	2.87	0.677	2.15
global route	2.88	0.723	2.24
worst register-to-register path: stages, from the launching register on:
cell	delay, ns
dfxtp_4	0.62
buf_12	0.46
buf_4	0.77
buf_4	0.60
buf_4	0.55
mux4_2	0.35
mux2i_1	0.19
a211oi_1	0.29
a21oi_1	0.21
o31ai_1	0.74
o22ai_1	0.24
buf_4	0.24
inv_6	0.41
buf_4	0.72
buf_4	0.64
metal layers:
metal / up-vias / GRT usage
met1: 37400 / 0.166
met4: 22 / 0.0506
li1: 31200 / -
met2: 5161 / 0.241
met3: 820 / 0.140
met5: - / 0.0101
Power and IR drop assume default switching activity.
